## design/flow/run.sh

```bash
#!/bin/bash
# OpenROAD 26Q1-2900-gdf79404cd8, Yosys 0.63+post, stock flow scripts
make -C /OpenROAD-flow-scripts/flow DESIGN_CONFIG=/design/flow/config.mk WORK_HOME=/design/flow/orfs finish
```

## design/flow/config.mk

```make
export PLATFORM = sky130hd
export DESIGN_NAME = serial
export DESIGN_NICKNAME = serial
export VERILOG_FILES = /design/flow/design.v
export SDC_FILE = /design/flow/constraint.sdc
export NUM_CORES = 4
export LEC_CHECK = 1
export CORE_AREA = 10 10 95 95
export DIE_AREA = 0 0 105 105
```

## design/flow/constraint.sdc

```tcl
current_design serial

set clk_period 3.3
set clk_io_pct 0.2

create_clock -name clk0 -period $clk_period [get_ports {CLOCK_50M}]

set non_clock_inputs [all_inputs -no_clocks]
set_input_delay [expr $clk_period * $clk_io_pct] -clock clk0 $non_clock_inputs
set_output_delay [expr $clk_period * $clk_io_pct] -clock clk0 [all_outputs]
```

## design/flow/design.v

```verilog
`timescale 1ns / 1ps
module serial # (
    parameter TRUE = 1'b1,
    parameter FALSE = 1'b0,
    parameter CLOCK_PER_BAUD_RATE = 5208,
    parameter SERIAL_STATE_LAST = 8,
    parameter SERIAL_STATE_SENT = 9,
    parameter SERIAL_STATE_WAIT = 10
)(
    input CLOCK_50M,
    output TX,
    input [63:0] send_buffer_in,
    input [2:0] send_buffer_count_in,
    output [2:0] send_buffer_count_out,
    output LED1,
    output LED2
);
reg [63:0] send_buffer;
reg [2:0] send_buffer_count;
assign send_buffer_out = send_buffer;
assign send_buffer_count_out = send_buffer_count;
reg CLOCK = FALSE;
reg [15:0] clock_counter;
always @(posedge CLOCK_50M) begin
    if (clock_counter < CLOCK_PER_BAUD_RATE) begin
        CLOCK <= FALSE;
        clock_counter <= clock_counter + 1;
    end
    else begin
        CLOCK <= TRUE;
        clock_counter <= 0;
    end
end
reg [7:0] tx_buffer = "A";
reg [3:0] tx_counter = SERIAL_STATE_WAIT;  
reg tx_state = TRUE;
assign TX = tx_state;
assign LED1 = tx_state;
assign LED2 = TRUE;
always @(posedge CLOCK) begin
    if (tx_counter == SERIAL_STATE_WAIT) begin
        tx_state <= FALSE;
        tx_counter <= 0;
    end
    else if (tx_counter == SERIAL_STATE_LAST) begin
        tx_state <= TRUE;
        tx_counter <= SERIAL_STATE_SENT;
    end
    else if (tx_counter == SERIAL_STATE_SENT && send_buffer_count_in > 0) begin
        tx_buffer <= send_buffer_in[7:0];
        send_buffer <= send_buffer_in >> 8;
        send_buffer_count <= send_buffer_count_in - 1;
    end
    else begin
        tx_state <= tx_buffer[tx_counter];
        tx_counter <= tx_counter + 1;
    end
end
endmodule
```

==> impl_metrics.csv <==
group,metric,value,unit
power_and_ir_drop,vdd_drop_max,0.285,mV
min_path,timing.hold.worst_path_depth,1,
clock_tree,cts-buffers-inserted,3,
sta,final_min_period_over_clock_period,43.3,%
yosys,yosys_warnings,2,
setup_path,worst-r2r-setup-slack,1870,ps
global_routing,grt_start_max_net_pins,17,
clock_tree,clock_path_buffers,2,
sta,fin_worst_skew,2.13,ps
power_and_ir_drop,totalPowerFinal,0.405,mW
placed_design,post-place-ws,1880,ps
yosys,synthesis.area_per_instance,10.5,um^2
setup_path,r2r-start,"clock_counter[11]",
route,dr.pass1.iters,4,
run,tool_warnings,84,
setup_path,critical_path_arrival,1610,ps
setup_path,worst_setup_path_end_kind,"register",
sta,final_hold_viol_count,0,
route,wire_per_inst,9.14,um
clock_tree,clockRootBuffer,"sky130_fd_sc_hd__clkbuf_8",
yosys,number_of_enable_flip_flop_cells,11,
sta,fin_tns_setup,0,ps
min_path,min_from,"clock_counter[0]",
route,insertedDiodeCount,0,
setup_path,worst_r2r_path_depth,4,
setup_path,critPathMaxFanout,14,
route,detailroute.via_count,903,
finish,drive_above_1_share,6.67,%
min_path,worstHoldEndpoint,"clock_counter[0]",
sta,final-setup-viol-count,0,
setup_path,crit_chain,"or4_1, a21oi_2, o21ai_2, nor2_1",
sta,slew-limit-headroom,63.8,%
run,max-cap-violations,0,
setup_path,cp_data_required_time,3480,ps
yosys,seq_area_frac_synth,55.1,%
sta,unconstrained_endpoints,32,
yosys,yosysChipArea,0.00140,mm^2
setup_path,crit_path_top_delay_cell,"sky130_fd_sc_hd__or4_1",
die,die_width,105,um
clock_tree,clkTransAtPathRegs,60,ps
sta,max_freq,699,MHz
setup_path,worstSetupStartpointType,"register",
setup_path,critical_path.reg2reg.endpoint,"clock_counter[7]",
sta,timing_worst_slew_pin_value,543,ps
sta,final-max-slew-violation-count,0,
clock_tree,cts_hold_buf,0,
power_and_ir_drop,p_leak,0.603,nW
die,coreArea,0.00691,mm^2
setup_path,timing_worst_setup_path_type,"reg -> reg",
route,route.antenna.remaining_nets,0,
placed_design,gpl.final_weighted_congestion,0.819,
clock_tree,worstSkewPairLatency,250,ps
clock_tree,tritoncts,"done",
route,routed_wire_length,2250,um
route,initialDrtViolationCount,22,
die,floorplan.io_pins,74,
min_path,worstHoldPathType,"reg -> reg",
yosys,post_synthesis_instance_total,133,
clock_tree,postCtsSetupBuffers,0,
finish,mostFrequentLayoutCell,"sky130_fd_sc_hd__dfxtp_1",
sta,rsz0062_at_grt,"no",
power_and_ir_drop,power-per-cell-area,238,mW/mm^2
clock_tree,cts_repair_resize_count,0,
global_routing,grt_pass1_vias,832,
die,chip_area,0.0110,mm^2
yosys,post_syn_area,0.00140,mm^2
global_routing,grt_first_pass_wirelength,3920,um
yosys,synth-cells-yosys,133,
finish,synth_to_final_area_change,21.8,%
yosys,synth-async-reset-ratio,0,%
die,placement_rows,30,
sta,final_period_minus_worst_setup_slack,1430,ps
yosys,synthFlopType,"sky130_fd_sc_hd__dfxtp_1",
yosys,seq_cells_post_synth,33,
global_routing,grtUsageTotal,4.16,%
sta,unclocked_regs,16,
global_routing,grt_remaining_overflow,0,
die,initial_utilization,20.2,%
route,post_drt_via_cell_ratio,3.67,
die,dieHeight,105,um
placed_design,place_hpwl,1710,um
finish,lay_top_cells,"sky130_fd_sc_hd__dfxtp_1 (22), sky130_fd_sc_hd__nor2_1 (17), sky130_fd_sc_hd__clkdlybuf4s50_1 (16), sky130_fd_sc_hd__edfxtp_1 (11)",
yosys,synth_cell_types,31,
clock_tree,cts.htree.levels,1,
setup_path,critPathMaxStageDelay,540,ps
run_status,result_of_the_run,"finished clean",
sta,setup_ws,1870,ps
global_routing,antenna_found_initial,0,
route,drc_errors,0,
placed_design,io_buffers,16,
==> cell usage after synthesis, types with 3 or more instances <==
cell type	count	area share [%]
sky130_fd_sc_hd__xnor2_1	9	5.6
sky130_fd_sc_hd__clkbuf_1	3	0.81
sky130_fd_sc_hd__mux2i_1	3	2.1
sky130_fd_sc_hd__dfxtp_1	22	32
sky130_fd_sc_hd__a21oi_1	5	1.8
sky130_fd_sc_hd__inv_1	9	2.4
sky130_fd_sc_hd__edfxtp_1	11	24
sky130_fd_sc_hd__ha_1	7	6.3
sky130_fd_sc_hd__o21ai_0	4	1.4
sky130_fd_sc_hd__nor2_1	17	4.6
sky130_fd_sc_hd__nand3_1	5	1.8
sky130_fd_sc_hd__nand2_1	5	1.3
sky130_fd_sc_hd__nor3_1	8	2.9
==> layer usage <==
metal / routed length [um] / global-route usage [%] / up-vias / share of wire, %
met3: 124 / 1.37 / 0 / 5.5
met1: 1080 / 5.72 / 406 / 48
met4: 0 / 0.0980 / 0 / 0
met5: 0 / 0 / - / 0
met2: 1050 / 6.63 / 16 / 47
li1: - / - / 481 / -
==> state kept, by name, summed over array words and instances (netlist names) <==
name               cells
CLOCK                  1
send_buffer_count      3
tx_counter             4
tx_buffer              8
tx_state               1
clock_counter         16
==> logic make-up (layout without fill, tap and decap cells) <==
kind of cell	count (synthesis)	in the layout	share of synthesized area (%)
xor+xnor	11	11	6.89
other cells	2	4	0.537
mux	4	4	2.95
compound gates	15	15	6.89
simple gates	46	46	16.2
buf+inv	15	30	5.10
flops	33	33	55.1
fa+ha+maj	7	7	6.27
==> final cells by class <==
class / count / area [um^2]
Timing Repair Buffer: 17 / 168
Clock buffer: 3 / 41.3
Sequential cell: 33 / 771
Tap cell: 96 / 120
Clock inverter: 1 / 5.00
Fill cell: 741 / 5200
Multi-Input combinational cell: 87 / 563
Inverter: 9 / 33.8
==> worst max path at each step <==
| stage | start | slack (ps) | cells past startpoint | end |
|---|---|---|---|---|
| after CTS | clock_counter[11] | 1860 | 4 | clock_counter[7] |
| after global routing | clock_counter[11] | 1740 | 4 | clock_counter[2] |
| final | clock_counter[11] | 1870 | 4 | clock_counter[7] |
==> critical path: cells and delay by family, from the launching register on <==
| kind | cells | cell delay [ps] |
|---|---|---|
| flip-flops | 1 | 340 |
| AND-OR/OR-AND | 2 | 330 |
| AND/OR/NAND/NOR | 2 | 690 |
==> report_power, final <==
group	leakage (nW)	internal [mW]	switching, mW
Combinational	0.297	0.0187	0.0106
Clock	0.0255	0.0836	0.0663
Sequential	0.281	0.221	0.00494
Total	0.603	0.323	0.0819
==> stage by stage <==
stage | utilization [%] | cells | cell area [um^2] | hold slack, ps
floorplan | - | 135 | 1410 | 417
global placement | 24.0 | 242 | 1660 | 431
detailed placement | 24.0 | 242 | 1660 | 447
CTS | 24.6 | 246 | 1700 | 461
global route | 24.6 | 246 | 1700 | 482
finish | 24.6 | 246 | 1700 | 462
Power and IR drop assume default switching activity.
